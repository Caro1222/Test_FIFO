`config.mk`:
```
export PLATFORM = sky130hd
export DESIGN_NAME = fifo_flops
export DESIGN_NICKNAME = fifo_flops
export VERILOG_FILES = /design/flow/design.v
export SDC_FILE = /design/flow/constraint.sdc
export NUM_CORES = 4
export LEC_CHECK = 1
export CORE_UTILIZATION = 30
export SYNTH_HDL_FRONTEND = slang
```
`constraint.sdc`:
```
current_design fifo_flops

set clk_period 4.8
set clk_io_pct 0.2

create_clock -name clk0 -period $clk_period [get_ports {clk}]
create_clock -name clk1 -period $clk_period [get_ports {push}]

set non_clock_inputs [all_inputs -no_clocks]
set_input_delay [expr $clk_period * $clk_io_pct] -clock clk0 $non_clock_inputs
set_output_delay [expr $clk_period * $clk_io_pct] -clock clk0 [all_outputs]
```
`design.v`:
```
typedef enum { lectura, escritura, escritura_lectura, reset} tipo_trans; 
class trans_fifo #(parameter width = 16);
  rand int retardo; 
  rand bit[width-1:0] dato;
  int tiempo;
  rand tipo_trans tipo; 
  int max_retardo;
  constraint const_retardo {retardo < max_retardo; retardo>0;}
  function new(int ret =0,bit[width-1:0] dto=0,int tmp = 0, tipo_trans tpo = lectura, int mx_rtrd = 10);
    this.retardo = ret;
    this.dato = dto;
    this.tiempo = tmp;
    this.tipo = tpo;
    this.max_retardo = mx_rtrd;
  endfunction
  function clean;
    this.retardo = 0;
    this.dato = 0;
    this.tiempo = 0;
    this.tipo = lectura;
  endfunction
  function void print(string tag = "");
    $display("[%g] %s Tiempo=%g Tipo=%s Retardo=%g dato=0x%h",$time,tag,tiempo,this.tipo,this.retardo,this.dato);
  endfunction
endclass
interface fifo_if #(parameter width =16) (
  input clk
);
  logic rst;
  logic pndng;
  logic full;
  logic push;
  logic pop;
  logic [width-1:0] dato_in; 
  logic [width-1:0] dato_out;
  endinterface
class trans_sb #(parameter width=16);
  bit [width-1:0] dato_enviado;
  int tiempo_push;
  int tiempo_pop;
  bit completado;
  bit overflow;
  bit underflow;
  bit reset;
  int latencia;
  function clean();
    this.dato_enviado = 0;
    this.tiempo_push = 0;
    this.tiempo_pop = 0;
    this.completado = 0;
    this.overflow = 0;
    this.underflow = 0;
    this.reset = 0;
    this.latencia = 0;
  endfunction
  task calc_latencia;
    this.latencia = this.tiempo_pop - this.tiempo_push;
  endtask
  function print (string tag);
    $display("[%g] %s dato=%h,t_push=%g,t_pop=%g,cmplt=%g,ovrflw=%g,undrflw=%g,rst=%g,ltncy=%g", 
             $time,
             tag, 
             this.dato_enviado, 
             this.tiempo_push,
             this.tiempo_pop,
             this.completado,
             this.overflow,
             this.underflow,
             this.reset,
             this.latencia);
  endfunction
endclass
typedef enum {retardo_promedio,reporte} solicitud_sb;
typedef enum {llenado_aleatorio,trans_aleatoria,trans_especifica,sec_trans_aleatorias} instrucciones_agente;
typedef mailbox #(trans_fifo) trans_fifo_mbx;
typedef mailbox #(trans_sb) trans_sb_mbx;
typedef mailbox #(solicitud_sb) comando_test_sb_mbx;
typedef mailbox #(instrucciones_agente) comando_test_agent_mbx;
module dff_async_rst (
  input data,
  input clk,
  input reset,
  output reg q);
  always @ ( posedge clk or posedge reset)    
    if (reset) begin
      q <= 1'b0;
    end  else begin
      q <= data;
    end
endmodule
module dltch_async_rst (
  input data,
  input clk,
  input reset,
  output reg q);
  always @ (clk or reset or data)    
    if (reset) begin
      q <= 1'b0;
    end  else if (clk) begin
      q <= data;
    end
endmodule
module dltch (
  input data,
  input clk,
  output reg q);
  always @ (clk or data)    
    if (clk) begin
      q <= data;
    end
endmodule
module prll_d_reg #(parameter bits = 32)(
  input clk,
  input reset,
  input [bits-1:0] D_in,
  output [bits-1:0] D_out
);
  genvar i;
  generate
    for(i = 0; i < bits; i=i+1) begin:bit_
      dff_async_rst prll_regstr_(.data(D_in[i]),.clk(clk),.reset(reset),.q(D_out[i]));
    end
  endgenerate
endmodule
module prll_d_ltch_no_rst #(parameter bits = 32)(
  input clk,
  input [bits-1:0] D_in,
  output [bits-1:0] D_out
);
  genvar i;
  generate
    for(i = 0; i < bits; i=i+1) begin:bit_
      dltch prll_regstr_(.data(D_in[i]),.clk(clk),.q(D_out[i]));
    end
  endgenerate
endmodule
module prll_d_ltch #(parameter bits = 32)(
  input clk,
  input reset,
  input [bits-1:0] D_in,
  output [bits-1:0] D_out
);
  genvar i;
  generate
    for(i = 0; i < bits; i=i+1) begin:bit_
      dltch_async_rst prll_regstr_(.data(D_in[i]),.clk(clk),.reset(reset),.q(D_out[i]));
    end
  endgenerate
endmodule
module pos_edge(
 input clk,
 output out
);
    wire neg_clk;
    not #(0,3) inv_clk(neg_clk,clk);
    and  and_posdg (out,clk,neg_clk);
endmodule
module neg_edge(
 input clk,
 output out
);
    wire neg_clk;
    not #(3,0) inv_clk(neg_clk,clk);
    nor nor_ngdg (out,clk,neg_clk);
endmodule
module fifo_flops #(parameter depth = 16,parameter bits = 32)(
  input [bits-1:0] Din,
  output reg [bits-1:0] Dout,
  input push,
  input pop,
  input clk,
  output reg full,
  output reg pndng,
  input rst
);
  wire [bits-1:0] q[depth-1:0];
  reg [$clog2(depth):0] count;
  reg [bits-1:0] aux_mux [depth-1:0];
  reg [bits-1:0] aux_mux_or [depth-2:0];
  genvar i;
  generate
    for(i=0;i<depth;i=i+1)begin:_dp_
       if(i==0)begin: _dp2_
         prll_d_reg #(bits) D_reg(.clk(push),.reset(rst),.D_in(Din),.D_out(q[i]));
         always@(*)begin
           aux_mux[i]=(count==i+1)?q[i]:{bits{1'b0}};
         end    
       end else begin: _dp3_
         prll_d_reg #(bits) D_reg(.clk(push),.reset(rst),.D_in(q[i-1]),.D_out(q[i]));
         always@(*)begin
           aux_mux[i]=(count==i+1)?q[i]:{bits{1'b0}};
         end    
       end
    end
  endgenerate
  generate
  for(i=0;i<depth-2;i=i+1)begin:_nu_
    always@(*)begin
      aux_mux_or[i]=aux_mux[i] | aux_mux_or[i+1];
    end
  end
  endgenerate
  always@(*)begin
    aux_mux_or[depth-2] = aux_mux [depth-1]|aux_mux[depth-2];
    Dout=aux_mux_or[0];  
  end
  always@(posedge clk)begin
  if(rst) begin
    count <= 0;
  end else begin
    case({push,pop})
      2'b00: count <= count;
      2'b01: begin
        if(count == 0) begin
          count <= 0;
        end else begin
          count <=count - 1;
        end
      end
      2'b10:begin
         if(count == depth)begin
           count <= count;
         end else begin
           count <= count+1;
        end
      end
      2'b11: count <= count;
    endcase
  end
  pndng <= (count==0)?{1'b0}:{1'b1};
  full <=(count == depth)?{1'b1}:{1'b0};
end
endmodule
```
`run.sh`:
```
#!/bin/bash
# OpenROAD 26Q1-2900-gdf79404cd8, Yosys 0.63+post, stock flow scripts
make -C /OpenROAD-flow-scripts/flow DESIGN_CONFIG=/design/flow/config.mk WORK_HOME=/design/flow/orfs finish
```
==> GITHUB_STEP_SUMMARY <==
## Implementation flow summary

| Metric | Value |
|---|---|
| Vias | `slightly above 10k` |
| Pleak | `0.00887 uW` |
| Synthesized area | `0.0173 mm2` |
| Count of final hold-check violations | `0` |
| DR WL met2 | `20.1 mm` |
| Setup TNS | `0 ns` |
| Synthesis area per yosys | `0.0173 mm2` |
| Commonest cells post-synth | `dfrtp_1 (512), mux2i_1 (85), a22oi_1 (50)` |
| CTS tree | `yes` |
| Antenna Nets Post-Route | `0` |
| Avg Inst Size Synth | `15.9 um2` |
| Cell Int Power | `8580 uW` |
| Post-DP Area | `0.0190 mm2` |
| DP HPWL | `28.4 mm` |
| Synth Seq Share | `74.8%` |
| Max_slew headroom | `38.6%` |
| Gr ovfl total | `0` |
| Worst Setup End Kind | `flip-flop` |
| Fin. max-slew vios | `0` |
| Initial antenna violation count | `0` |
| Main flop type | `dfrtp_1` |
| Core Footprint | `0.0567 mm2` |
| IO Count | `70` |
| Die Size | `0.0587 mm2` |
| M1 WL | `19.5 mm` |
| Share of layout cells above drive strength 1 | `15.3%` |
| WP data arrival | `4.86 ns` |
| Total Wirelength | `45.6 mm` |
| Clock Skew | `0.0154 ns` |
| Crit-path max FO | `7` |
| Die X-Extent | `242 um` |
| Hold WC Path Type | `reg2reg` |
| Tool Warnings | `54` |
| Gr usage total | `16.5%` |
| Drt drc | `0` |
| CP Capture Point | `count[2]$_SDFFE_PP0P_` |
| Routed met3 length | `~4.7 mm` |
| Core utilization at floorplan | `a little under a third` |
| Highest metal used | `met5` |
| Yosys warns | `0` |
| Worst R2R Start | `count[0]$_SDFFE_PP0P_` |
| Hold depth | `0` |
| Ys flops | `approximately 520` |
| Worst path required time | `between 4 and 5 ns` |
| Routability cong. | `0.876` |
| Power share of the clock group | `43.3%` |
| Distinct cells, synth | `between 60 and 70` |
| Clk slew on worst S/H paths | `around 0.060 ns` |
| Reg power frac | `41.0%` |
| Yosys stat cell total | `1089` |
| Count of library flops with an enable pin | `0` |
| Kind of critical path | `clk2reg` |
| Initial DRC count | `839` |
| Pwr/cell area | `547 mW/mm2` |
| Layout area overhead | `23.5%` |
| Switch share | `26.7%` |
| Comb power frac | `15.7%` |
| Final setup viols | `0` |
| Diode count | `0` |
| Initial DRT Pass Iterations | `7` |
| Pin count of the biggest net entering global routing | `118` |
| Max-Cap Viols | `0` |
| R2R depth | `7` |
| DR WL/cell | `22.5 um` |
| # rows | `87` |
| VDD IR max | `just over 0.3 mV` |
| Net switching power | `approximately 3100 uW` |
| Non-filler cells, final | `2023` |
| Port Buf Inserts | `68` |
| Synth area leaders | `dfrtp_1 (74%), mux2i_1 (4.9%), a22oi_1 (2.2%), a22o_1 (1.2%), a221oi_1 (1.1%)` |
| Via-to-Cell Ratio | `5.10` |
| Reg-to-reg slack, setup | `1.90 ns` |
| RR Endpoint | `count[2]$_SDFFE_PP0P_` |
| Post-Synthesis Cells | `1089` |
| Cell taking the most area after synthesis | `dfrtp_1` |
| Most frequent cell after synthesis | `dfrtp_1` |
| Post-route cell area | `0.0214 mm2` |
| Slew @ Worst Pin | `0.908 ns` |
| Nature of the critical path startpoint | `clock port` |
| Cts hold-fix bufs | `0` |
| Max-area cell share | `between 70% and 80%` |
| Status | `completed` |
| Crit path from | `push` |
| Number of global-route vias before repair | `11.5k` |
| Cells after DPL | `1897` |
| Async S/R FF share, synth | `between 90% and 100%` |
| Die Ht | `242 um` |
| Unrepaired setup endpoints after global routing | `no` |
| First-pass GRT wire length | `69.8 mm` |
-- worst min path at each step --
stage                                                          from                                                endpoint  slack (ns)
global route  _dp_[9]._dp3_.D_reg.bit_[30].prll_regstr_.q$_DFF_PP0_  _dp_[10]._dp3_.D_reg.bit_[30].prll_regstr_.q$_DFF_PP0_        0.36
finish        _dp_[9]._dp3_.D_reg.bit_[30].prll_regstr_.q$_DFF_PP0_  _dp_[10]._dp3_.D_reg.bit_[30].prll_regstr_.q$_DFF_PP0_        0.37
CTS            _dp_[2]._dp3_.D_reg.bit_[0].prll_regstr_.q$_DFF_PP0_    _dp_[3]._dp3_.D_reg.bit_[0].prll_regstr_.q$_DFF_PP0_        0.37
-- sequential cells by signal, summed over array words and instances, names as in the netlist --
name / flops
_dp_._dp2_.D_reg.bit_.prll_regstr_.q: 32
_dp_._dp3_.D_reg.bit_.prll_regstr_.q: 480
count: 5
full: 1
pndng: 1
-- cells in the final DEF, fill, tap and decap left out, types with 5 or more instances in the layout --
master           synthesis  layout
nand2_1                 27      27
a21oi_1                 19      18
a32o_1                   5       5
nand2b_1                 7       7
mux2i_1                 85      84
clkbuf_16                0      80
clkbuf_8                 0      10
a221oi_1                21      21
nand4_1                  7       7
nor4_1                   6       5
a211oi_1                 9       9
or3b_2                   5       5
a222oi_1                12      12
or3_1                    6       6
a22o_1                  24      24
o22ai_1                 16      16
mux2_2                   7       7
inv_1                    7       6
nor2_1                  21      21
mux4_2                   7       7
nand3_1                 18      18
o221ai_1                 5       5
nor2b_1                 11       9
o2bb2ai_1               18      18
nand3b_1                 9       9
o21ai_0                 13      13
dfxtp_1                  7       5
and3_1                   5       5
a22oi_1                 50      50
clkinv_2                 0       6
nor3_1                   5       5
dfrtp_1                512     512
clkbuf_1                25      25
clkdlybuf4s50_1          0      68
ha_1                     7       6
buf_4                    9      51
-- logic make-up (layout without fill, tap and decap cells) --
| family | after synthesis | count (layout) | share of synthesized area (%) |
|---|---|---|---|
| compound gates | 231 | 231 | 10.4 |
| mux | 99 | 99 | 6.28 |
| simple gates | 158 | 158 | 5.55 |
| flops | 519 | 519 | 74.8 |
| fa+ha+maj | 7 | 7 | 0.506 |
| buf+inv | 75 | 253 | 2.46 |
-- what timing repair did --
action                                  in CTS  in global routing
buffers inserted                             0                  1
pin swaps                                    1                  2
endpoints found under the setup margin       2                  1
gates resized                                5                  3
-- power groups by stage --
stage	Clock [uW]	Sequential (uW)	Combinational [uW]
4_1_cts	5180	4800	1860
5_1_grt	5370	4830	1970
6_report	5070	4800	1830
-- area by class of cell --
type / instances / area (um2)
clock buffer: 117 / 2250
inverter: 7 / 30.0
tap: 756 / 946
sequential: 519 / 13000
fill: 5090 / 35300
timing repair buffer: 120 / 1100
clock inverter: 9 / 85.1
multi-input combinational: 495 / 4030
-- routing by layer --
| metal | global-route usage (%) | vias to the layer above |
|---|---|---|
| li1 | - | 4331 |
| met1 | 23.6 | 5392 |
| met2 | 22.9 | 483 |
| met3 | 7.96 | 115 |
| met4 | 4.64 | 2 |
| met5 | 1.23 | - |
-- critical path, stage by stage --
cell	delay, ns
clkbuf_16	0.12
clkbuf_16	0.13
clkbuf_16	0.13
clkbuf_16	0.13
clkbuf_16	0.13
clkbuf_16	0.13
clkbuf_16	0.13
clkbuf_16	0.13
ha_4	0.15
clkbuf_16	0.16
mux2i_4	0.19
clkbuf_16	0.17
clkbuf_16	0.13
or4_4	0.47
a21oi_2	0.14
-- metrics by stage --
step                hold WS [ns]  utilization [%]  worst slack [ns]  power (uW)
finish                     0.366             37.7             0.104       11700
floorplan                  0.342                -             -4.73        5850
detailed placement         0.349             33.5             0.662        6830
global route               0.363             37.7            0.0500       12200
CTS                        0.368             37.7           0.00968       11800
global placement           0.349             33.5             0.666        6830
Power and IR drop assume default switching activity.
